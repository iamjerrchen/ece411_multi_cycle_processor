==> design/flow/run.sh <==
#!/bin/bash
# OpenROAD 26Q1-2900-gdf79404cd8, Yosys 0.63+post, stock flow scripts
make -C /OpenROAD-flow-scripts/flow DESIGN_CONFIG=/design/flow/config.mk WORK_HOME=/design/flow/orfs finish
==> design/flow/config.mk <==
export PLATFORM = sky130hd
export DESIGN_NAME = data_array
export DESIGN_NICKNAME = data_array
export VERILOG_FILES = /design/flow/design.v
export SDC_FILE = /design/flow/constraint.sdc
export NUM_CORES = 4
export LEC_CHECK = 1
export CORE_UTILIZATION = 50
==> design/flow/constraint.sdc <==
current_design data_array

set clk_period 91.8
set clk_io_pct 0.2

create_clock -name clk0 -period $clk_period [get_ports {clk}]

set non_clock_inputs [all_inputs -no_clocks]
set_input_delay [expr $clk_period * $clk_io_pct] -clock clk0 $non_clock_inputs
set_output_delay [expr $clk_period * $clk_io_pct] -clock clk0 [all_outputs]
==> design/flow/design.v <==
package rv32i_types;
typedef enum bit [6:0] {
    op_lui   = 7'b0110111,  
    op_auipc = 7'b0010111,  
    op_jal   = 7'b1101111,  
    op_jalr  = 7'b1100111,  
    op_br    = 7'b1100011,  
    op_load  = 7'b0000011,  
	op_store = 7'b0100011,  
    op_imm   = 7'b0010011,  
    op_reg   = 7'b0110011,  
    op_csr   = 7'b1110011   
} rv32i_opcode;
typedef enum bit [2:0] {
    beq  = 3'b000,
    bne  = 3'b001,
    blt  = 3'b100,
    bge  = 3'b101,
    bltu = 3'b110,
    bgeu = 3'b111
} branch_funct3_t;
typedef enum bit [2:0] {
    lb  = 3'b000,
    lh  = 3'b001,
    lw  = 3'b010,
    lbu = 3'b100,
    lhu = 3'b101
} load_funct3_t;
typedef enum bit [2:0] {
    sb = 3'b000,
    sh = 3'b001,
    sw = 3'b010
} store_funct3_t;
typedef enum bit [2:0] {
    add  = 3'b000,  
    sll  = 3'b001,
    slt  = 3'b010,
    sltu = 3'b011,
    axor = 3'b100,
    sr   = 3'b101,  
    aor  = 3'b110,
    aand = 3'b111
} arith_funct3_t;
typedef enum bit [2:0] {
    alu_add = 3'b000,
    alu_sll = 3'b001,
    alu_sra = 3'b010,
    alu_sub = 3'b011,
    alu_xor = 3'b100,
    alu_srl = 3'b101,
    alu_or  = 3'b110,
    alu_and = 3'b111
} alu_ops;
typedef logic [31:0] rv32i_word;
typedef logic [4:0] rv32i_reg;
typedef logic [3:0] rv32i_mem_wmask;
typedef enum bit [2:0] {
	null_imm = 3'd0,
	i_imm = 3'd1,
	b_imm = 3'd2,
	j_imm = 3'd3,
	s_imm = 3'd4,
	u_imm = 3'd5
} imm_sel_t;
typedef enum bit [1:0] {
	null_op = 2'd0,
	jal_op = 2'd1,
	jalr_op = 2'd2,
	br_op = 2'd3
} pc_branch_target_ops;
typedef struct packed {
	rv32i_opcode opcode; 
	imm_sel_t imm_mux_sel; 
	logic [1:0] op1_mux_sel; 
	logic op2_mux_sel; 
	alu_ops alu_op; 
	branch_funct3_t cmp_op; 
	store_funct3_t store_formatter_op; 
	logic logic_mux_sel; 
	pc_branch_target_ops pc_branch_target_op; 
	logic is_branch_instr; 
	logic is_jump_instr; 
	logic mem_write; 
	logic mem_read; 
	logic MEM_ready_mux_sel; 
	logic load_regfile; 
	logic [1:0] regfile_mux_sel; 
	load_funct3_t load_formatter_op; 
} rv32i_control_word;
endpackage : rv32i_types
module data_array #(
    parameter s_offset = 5,
    parameter s_index = 3,
	 parameter s_mask   = 2**s_offset,
	 parameter s_line   = 8*s_mask,
	 parameter num_sets = 2**s_index
)
(
    input clk,
	 input read,
    input [s_mask-1:0] write_en,
    input [s_index-1:0] index,
    input [s_line-1:0] datain,
    output logic [s_line-1:0] dataout
);
logic [s_line-1:0] data [num_sets-1:0]  ;
initial
begin
    for (int i = 0; i < num_sets; i++)
    begin
        data[i] = 1'b0;
    end
end
always_comb
begin
	if (read)
		dataout = data[index];
	else
		dataout = 0;
end
always_ff @(posedge clk)
begin
    for (int i = 0; i < s_mask; i++)
    begin
		data[index][8*i +: 8] <= write_en[i] ? datain[8*i +: 8] : data[index][8*i +: 8];
    end
end
endmodule : data_array
==> CHANGELOG.md <==
### Metrics

* Run status: finished clean
* Sequential Power Share at around 54%
* Most frequent cells in the layout: edfxtp_1 (2,048), mux2i_1 (848), clkdlybuf4s50_1 (546)
* Least-Margin Pin Slew at 0.919 ns
* Startpoint Class: input port
* Die width at 407 µm
* Clk pwr share at 37.9%
* Net Switching at 0.450 mW
* Comb pwr share at about 8.5%
* Clock sink count at a little over 2,000
* # Cells Yosys at 4,693
* Gr usage total at about 28%
* Yosys synthesis chip area at 82,000 µm²
* Clock skew at 0.0240 ns
* Max reg flops at between 2,000 and 2,500
* Drt first pass iters at 5
* Logic area at 18,800 µm²
* IO Count at 549
* Worst Setup Path Type: in -> out
* Core ar. at between 150,000 and 200,000 µm²
* Tmin final at 42.76 ns
* TNS Setup at 0 ns
* Ys flops at 2,048
* Final period util at 46.6%
* Placement-stage cell area at 89,700 µm²
* RSZ-0062 raised after global routing: false
* Largest Register: data
* Critical Path End Type: primary output
* Clock Root Buffer: clkbuf_16
* Final WL at 205 mm
* H-tree Lvls at 4
* First-pass GRT wire length at between 200 and 300 mm
* Hold Vio Cnt, Final at 0
* Pre-Place Util at 50.4%
* Hold/Removal Path Class: reg -> reg
* Area growth, synth to finish at 16.9%
* Final Max Tran Viols at 0
* Die height at between 400 and 500 µm
* CTS tree: done
* Largest net degree at the start of global routing at between 100 and 150
* Overflow left after global routing at 0
* Wire length per cell at about 27 µm
* Gates resized, CTS repair at 0
* Average size of a mapped cell at 17.5 µm²
* Reg clk slew, reported paths at 0.06 ns
* RD Place Congestion at around 0.83
* Vias in the first global route at 46,100
* Vias at 44,700
* Critical path arrival at approximately 24 ns
* Sw frac at 22.2%
* CTS Buffer Depth at 3
* Cts-stage hold buffer count at 0
* Rows at 148
* Leak pwr at 32.6 nW
* Mapped Area at 82,000 µm²
* Total CTS buffers at 206
* Layout cells sized above 1 at 10.4%
* R2R depth at 3
* Clk Latency, worst-skew pair at 0.82 ns
* P per Cell Area at 21.2 nW/µm²
* Initial DRC Count at 2,415
* Sequential share of the synthesized area at 75.0%
* Max VDD drop at approximately 0.000017 V
* Initial antenna violation count at 31
* Layout fillers at 11,900
* Antenna Nets Post-Route at 0
* Yosys warns at 1
* Slew margin rel. at approximately two fifths
* Unique cell types at 21
* Count of final setup violators at 0
* Fmax at 23.4 MHz
* WHS Path Cells at 3
* Tool warnings at 30
* Port bufs at 548
* Chip area at around 170,000 µm²
* Max-Cap Viols at 0
* CP max FO at 98
* Worst path required time at 73.44 ns
* Mapped Cells at 4,693
* Utilization after layout at 58.9%
* Post-CTS Setup Inserts at 0
* Internal at 1.58 mW
* HPWL Detailed at around 120 mm
* Via/cell ratio at 5.86
* Most numerous logic cell after layout: edfxtp_1
* DRC Markers at 0
* Flop area at about 60,000 µm²
* Top flop regs: data: 2048 flops
* Fin area at roughly 96,000 µm²
worst paths after layout:
| kind | startpoint | end | slack, ns |
|---|---|---|---|
| setup / recovery | index[0] | dataout[220] | 49.04 |
| hold / removal | data[6][84] | data[0][84] | 1.03 |
| hold reg to reg | data[6][84] | data[0][84] | 1.03 |
| setup reg to reg | data[7][206] | data[1][206] | 90.06 |
Yosys cell counts, drive strengths merged:
library cell / count / area (µm²)
edfxtp: 2048 / 61500
mux2i: 848 / 8490
and3: 1 / 6.26
nand2b: 4 / 25.0
nor3: 44 / 220
o22ai: 88 / 551
buf: 186 / 1280
a21oi: 212 / 1060
a31oi: 212 / 1330
o31ai: 44 / 330
nand2: 46 / 173
or2: 2 / 12.5
nor2: 219 / 822
mux2: 176 / 1980
clkbuf: 104 / 390
inv: 35 / 131
o22a: 424 / 3710
power by group through the flow:
stage	registers [mW]	clock network [mW]	logic [mW]
global route	1.09	0.819	0.187
finish	1.09	0.768	0.172
CTS	1.09	0.783	0.174
metrics by stage:
stage | total power, mW | setup WS, ns | std cells | hold WS [ns]
final | 2.03 | 49.04 | 7616 | 1.03
after global routing | 2.10 | 48.82 | 7613 | 1.08
after CTS | 2.04 | 49.07 | 7606 | 1.02
after detailed placement | 1.28 | 49.07 | 7237 | 1.02
after global placement | 1.28 | 49.17 | 7237 | 1.01
after floorplan | 1.21 | 54.05 | 4693 | 0.936
area by class of cell:
cell class	instances	area share (%)
flip-flops and latches	2048	64.2
repair buffers	659	6.76
diodes	10	0.0261
clock buffers	259	5.63
clock inverters	110	0.792
multi-input cells	2320	19.6
inverters	35	0.145
well taps	2175	2.84
worst max-delay path, cell delays in order:
cell and delay [ns]:
buf_8 0.49, buf_4 0.70, buf_4 0.62, buf_4 0.74, buf_4 0.52, buf_12 0.54
buf_4 0.78, mux2i_1 0.17, o22a_1 0.24, a21oi_1 0.32, clkdlybuf4s50_1 0.54
cells by family after synthesis:
family | share of synthesized area (%)
AOI/OAI and AO/OA | 8.51
buffers and inverters | 2.20
DFF | 75.0
muxes | 12.8
and+or+nand+nor | 1.53
metal layers:
metal / vias up / global-route usage (%) / wire, µm
met2: 2074 / 39.6 / 96000
met3: 321 / 16.2 / 28000
met1: 22000 / 40.7 / 75800
li1: 20200 / - / -
met5: - / 0.714 / 224
met4: 38 / 5.88 / 5270
Power is estimated from default activity; no workload was simulated.
