`config.mk`:
```
export PLATFORM = sky130hd
export DESIGN_NAME = arbiter
export DESIGN_NICKNAME = arbiter
export VERILOG_FILES = /design/flow/design.v
export SDC_FILE = /design/flow/constraint.sdc
export NUM_CORES = 4
export LEC_CHECK = 1
export CORE_AREA = 10 10 530 530
export DIE_AREA = 0 0 540 540
```
`constraint.sdc`:
```
current_design arbiter

set clk_period 30.3
set clk_io_pct 0.2

create_clock -name clk0 -period $clk_period [get_ports {clk}]

set non_clock_inputs [all_inputs -no_clocks]
set_input_delay [expr $clk_period * $clk_io_pct] -clock clk0 $non_clock_inputs
set_output_delay [expr $clk_period * $clk_io_pct] -clock clk0 [all_outputs]
```
`design.v`:
```
package rv32i_types;
typedef enum bit [6:0] {
    op_lui   = 7'b0110111,  
    op_auipc = 7'b0010111,  
    op_jal   = 7'b1101111,  
    op_jalr  = 7'b1100111,  
    op_br    = 7'b1100011,  
    op_load  = 7'b0000011,  
	op_store = 7'b0100011,  
    op_imm   = 7'b0010011,  
    op_reg   = 7'b0110011,  
    op_csr   = 7'b1110011   
} rv32i_opcode;
typedef enum bit [2:0] {
    beq  = 3'b000,
    bne  = 3'b001,
    blt  = 3'b100,
    bge  = 3'b101,
    bltu = 3'b110,
    bgeu = 3'b111
} branch_funct3_t;
typedef enum bit [2:0] {
    lb  = 3'b000,
    lh  = 3'b001,
    lw  = 3'b010,
    lbu = 3'b100,
    lhu = 3'b101
} load_funct3_t;
typedef enum bit [2:0] {
    sb = 3'b000,
    sh = 3'b001,
    sw = 3'b010
} store_funct3_t;
typedef enum bit [2:0] {
    add  = 3'b000,  
    sll  = 3'b001,
    slt  = 3'b010,
    sltu = 3'b011,
    axor = 3'b100,
    sr   = 3'b101,  
    aor  = 3'b110,
    aand = 3'b111
} arith_funct3_t;
typedef enum bit [2:0] {
    alu_add = 3'b000,
    alu_sll = 3'b001,
    alu_sra = 3'b010,
    alu_sub = 3'b011,
    alu_xor = 3'b100,
    alu_srl = 3'b101,
    alu_or  = 3'b110,
    alu_and = 3'b111
} alu_ops;
typedef logic [31:0] rv32i_word;
typedef logic [4:0] rv32i_reg;
typedef logic [3:0] rv32i_mem_wmask;
typedef enum bit [2:0] {
	null_imm = 3'd0,
	i_imm = 3'd1,
	b_imm = 3'd2,
	j_imm = 3'd3,
	s_imm = 3'd4,
	u_imm = 3'd5
} imm_sel_t;
typedef enum bit [1:0] {
	null_op = 2'd0,
	jal_op = 2'd1,
	jalr_op = 2'd2,
	br_op = 2'd3
} pc_branch_target_ops;
typedef struct packed {
	rv32i_opcode opcode; 
	imm_sel_t imm_mux_sel; 
	logic [1:0] op1_mux_sel; 
	logic op2_mux_sel; 
	alu_ops alu_op; 
	branch_funct3_t cmp_op; 
	store_funct3_t store_formatter_op; 
	logic logic_mux_sel; 
	pc_branch_target_ops pc_branch_target_op; 
	logic is_branch_instr; 
	logic is_jump_instr; 
	logic mem_write; 
	logic mem_read; 
	logic MEM_ready_mux_sel; 
	logic load_regfile; 
	logic [1:0] regfile_mux_sel; 
	load_funct3_t load_formatter_op; 
} rv32i_control_word;
endpackage : rv32i_types
module arbiter
(
	input clk,
	input imem_read,
	input [31:0] imem_addr,
	output imem_resp,
	output [255:0] imem_rdata,
	input dmem_read,
	input dmem_write,
	input [31:0] dmem_addr,
	input [255:0] dmem_wdata,
	output dmem_resp,
	output [255:0] dmem_rdata,
	input mem_resp,
	input [255:0] mem_rdata,
	output mem_read,
	output mem_write,
	output [31:0] mem_addr,
	output [255:0] mem_wdata
);
logic [1:0] read_mux_sel;
logic write_mux_sel;
logic [1:0] addr_mux_sel;
logic wdata_mux_sel;
logic dmem_resp_mux_sel;
logic imem_resp_mux_sel;
logic dmem_rdata_mux_sel;
logic imem_rdata_mux_sel;
arbiter_control control
(
	.clk(clk),
	.imem_read(imem_read),
	.dmem_read(dmem_read),
	.dmem_write(dmem_write),
	.mem_resp(mem_resp),
	.read_mux_sel(read_mux_sel),
	.write_mux_sel(write_mux_sel),
	.addr_mux_sel(addr_mux_sel),
	.wdata_mux_sel(wdata_mux_sel),
	.dmem_resp_mux_sel(dmem_resp_mux_sel),
	.imem_resp_mux_sel(imem_resp_mux_sel),
	.dmem_rdata_mux_sel(dmem_rdata_mux_sel),
	.imem_rdata_mux_sel(imem_rdata_mux_sel)
);
arbiter_datapath datapath
(
	.read_mux_sel(read_mux_sel),
	.dmem_read(dmem_read),
	.imem_read(imem_read),
	.mem_read(mem_read),
	.write_mux_sel(write_mux_sel),
	.dmem_write(dmem_write),
	.mem_write(mem_write),
	.addr_mux_sel(addr_mux_sel),
	.dmem_addr(dmem_addr),
	.imem_addr(imem_addr),
	.mem_addr(mem_addr),
	.wdata_mux_sel(wdata_mux_sel),
	.dmem_wdata(dmem_wdata),
	.mem_wdata(mem_wdata),
	.dmem_resp_mux_sel(dmem_resp_mux_sel),
	.imem_resp_mux_sel(imem_resp_mux_sel),
	.mem_resp(mem_resp),
	.dmem_resp(dmem_resp),
	.imem_resp(imem_resp),
	.dmem_rdata_mux_sel(dmem_rdata_mux_sel),
	.imem_rdata_mux_sel(imem_rdata_mux_sel),
	.mem_rdata(mem_rdata),
	.imem_rdata(imem_rdata),
	.dmem_rdata(dmem_rdata)
);
endmodule : arbiter
module arbiter_control
(
	input clk,
	input logic imem_read,
	input logic dmem_read,
	input logic dmem_write,
	input logic mem_resp,
	output logic [1:0] read_mux_sel,
	output logic write_mux_sel,
	output logic [1:0] addr_mux_sel,
	output logic wdata_mux_sel,
	output logic dmem_resp_mux_sel,
	output logic imem_resp_mux_sel,
	output logic dmem_rdata_mux_sel,
	output logic imem_rdata_mux_sel
);
logic imem_op;
logic dmem_op;
assign imem_op = imem_read;
assign dmem_op = dmem_read || dmem_write;
enum bit [2:0] {
	s_idle,
	s_serve_imem,
	s_serve_imem_queue_dmem,
	s_serve_dmem,
	s_serve_dmem_queue_imem
} state, next_state;
always_comb
begin: state_actions
	read_mux_sel = 2'd0;
	write_mux_sel = 1'd0;
	addr_mux_sel = 2'd0;
	wdata_mux_sel = 1'd0;
	dmem_resp_mux_sel = 1'd0;
	imem_resp_mux_sel = 1'd0;
	dmem_rdata_mux_sel = 1'd0;
	imem_rdata_mux_sel = 1'd0;
	case(state)
		s_idle:;
		s_serve_imem, s_serve_imem_queue_dmem:
		begin
			read_mux_sel = 2'd2;
			addr_mux_sel = 2'd2;
			imem_resp_mux_sel = 1'd1;
			imem_rdata_mux_sel = 1'd1;
		end
		s_serve_dmem, s_serve_dmem_queue_imem:
		begin
			read_mux_sel = 2'd1;
			write_mux_sel = 1'd1;
			addr_mux_sel = 2'd1;
			wdata_mux_sel = 1'd1;
			dmem_resp_mux_sel = 1'd1;
			dmem_rdata_mux_sel = 1'd1;
		end
		default:;
	endcase
end
always_comb
begin: next_state_logic
	next_state = state;
	case(state)
		s_idle:
		begin
			if (imem_op) next_state = s_serve_imem;
			else if (dmem_op) next_state = s_serve_dmem;
		end
		s_serve_imem:
		begin
			if (mem_resp) next_state = s_idle;
			else if (dmem_op) next_state = s_serve_imem_queue_dmem;
		end
		s_serve_imem_queue_dmem:
		begin
			if (mem_resp) next_state = s_serve_dmem;
		end
		s_serve_dmem:
		begin
			if (mem_resp) next_state = s_idle;
			else if (imem_op) next_state = s_serve_dmem_queue_imem;
		end
		s_serve_dmem_queue_imem:
		begin
			if (mem_resp) next_state = s_serve_imem;
		end
		default:;
	endcase
end
always_ff @(posedge clk)
begin: next_state_assignment
	state <= next_state;
end
endmodule : arbiter_control
module arbiter_datapath
(
	input logic [1:0] read_mux_sel,
	input logic dmem_read,
	input logic imem_read,
	output logic mem_read,
	input logic write_mux_sel,
	input logic dmem_write,
	output logic mem_write,
	input logic [1:0] addr_mux_sel,
	input logic [31:0] dmem_addr,
	input logic [31:0] imem_addr,
	output logic [31:0] mem_addr,
	input logic wdata_mux_sel,
	input logic [255:0] dmem_wdata,
	output logic [255:0] mem_wdata,
	input logic dmem_resp_mux_sel,
	input logic imem_resp_mux_sel,
	input logic mem_resp,
	output logic dmem_resp,
	output logic imem_resp,
	input logic dmem_rdata_mux_sel,
	input logic imem_rdata_mux_sel,
	input logic [255:0] mem_rdata,
	output logic [255:0] imem_rdata,
	output logic [255:0] dmem_rdata
);
mux4 #(.width(1)) read_mux
(
	.sel(read_mux_sel),
	.a(1'd0),
	.b(dmem_read),
	.c(imem_read),
	.d(1'd0),
	.e(mem_read)
);
mux2 #(.width(1)) write_mux
(
	.sel(write_mux_sel),
	.a(1'd0),
	.b(dmem_write),
	.c(mem_write)
);
mux4 addr_mux
(
	.sel(addr_mux_sel),
	.a(32'd0),
	.b(dmem_addr),
	.c(imem_addr),
	.d(32'd0),
	.e(mem_addr)
);
mux2 #(.width(256)) wdata_mux
(
	.sel(wdata_mux_sel),
	.a(256'd0),
	.b(dmem_wdata),
	.c(mem_wdata)
);
mux2 #(.width(1)) dmem_resp_mux
(
	.sel(dmem_resp_mux_sel),
	.a(1'd0),
	.b(mem_resp),
	.c(dmem_resp)
);
mux2 #(.width(1)) imem_resp_mux
(
	.sel(imem_resp_mux_sel),
	.a(1'd0),
	.b(mem_resp),
	.c(imem_resp)
);
mux2 #(.width(256)) dmem_rdata_mux
(
	.sel(dmem_rdata_mux_sel),
	.a(256'd0),
	.b(mem_rdata),
	.c(dmem_rdata)
);
mux2 #(.width(256)) imem_rdata_mux
(
	.sel(imem_rdata_mux_sel),
	.a(256'd0),
	.b(mem_rdata),
	.c(imem_rdata)
);
endmodule : arbiter_datapath
module mux2 #(parameter width = 32)
(
	input sel,
	input [width-1:0] a, b,
	output logic [width-1:0] c
);
always_comb
begin
	case(sel)
		1'd0: c = a;
		1'd1: c = b; 
	endcase
end
endmodule : mux2
module mux4 #(parameter width = 32)
(
	input [1:0] sel,
	input [width-1:0] a, b, c, d,
	output logic [width-1:0] e
);
always_comb
begin
	case(sel)
		2'd0: e = a;
		2'd1: e = b;
		2'd2: e = c;
		2'd3: e = d;
	endcase
end
endmodule : mux4
module mux8 #(parameter width = 32)
(
	input [2:0] sel,
	input [width-1:0] a, b, c, d, e, f, g, h,
	output logic [width-1:0] i
);
always_comb
begin
	case(sel)
		3'd0: i = a;
		3'd1: i = b;
		3'd2: i = c;
		3'd3: i = d;
		3'd4: i = e;
		3'd5: i = f;
		3'd6: i = g;
		3'd7: i = h;
	endcase
end
endmodule : mux8
```
`run.sh`:
```
#!/bin/bash
# OpenROAD 26Q1-2900-gdf79404cd8, Yosys 0.63+post, stock flow scripts
make -C /OpenROAD-flow-scripts/flow DESIGN_CONFIG=/design/flow/config.mk WORK_HOME=/design/flow/orfs finish
```
==> reports/qor.txt <==
CTS Hold Buffers Added: 0
Setup_tns: 0 ns
CTS tree: built
Clk latency of the worst-skew pair: 0.23 ns
Yosys warning tally: 5
Aggregate global routing overflow: 0
Vias in the first global route: 12740
Total global-route track usage: 15.87%
RSZ-0062 raised after global routing: no
Largest net degree at the start of global routing: 84
Least-Margin Pin Slew: 0.9005 ns
DR vias: 13450
Synth Seq Share: 1.642%
Post-CTS Setup Inserts: 0
Leak: 7.259 nW
Top cells excl fill/tap: clkdlybuf4s50_1, and2_1, nor2b_1, a22o_1, buf_4
Highest clock rate: 70.13 MHz
Yosys Instances: 920
DR WL/cell: 40.81 um
Crit start category: input port
Die W: 540 um
Fp_density: 2.269%
Top cell excl fill/tap: clkdlybuf4s50_1
Post-layout instance count excluding filler cells: 5856
Die height: 540 um
Critical Path RT: 24.24 ns
Crit path kind: in -> out
Yosys chip area: 0.006096 mm2
Synth flops: 5
Antenna-violating nets left: 0
Arr. time, crit path: 8.20 ns
Distinct lib cells: 18
Clk slew on worst S/H paths: 0.03 ns
Area growth from synthesis to layout: 294.1%
Final setup viols: 0
Cts repair resizes: 0
Placer Congestion: 0.9237
CTS sink cnt: 5
Final Util: 8.944%
Most flop-heavy register: control.state
Initial antenna violation count: 284
Rel. slew slack: 39.97%
1st-pass router iterations: 5
Crit path max fanout: 2
Setup Skew: 0.002303 ns
Regs by FF count: control.state: 5 flops
Max clock buf depth: 2
Vias per cell: 2.296
Row cnt: 190
Placed Instances: 5782
Worst path cell trace: clkdlybuf4s50_1, and2_1, clkdlybuf4s50_1
Pwr dens: 5.752 mW/mm2
Most frequent CP cell: clkdlybuf4s50_1
Global-route wire length before repair: 269000 um
Avg Inst Size Synth: 6.626 um2
Final hold violation count: 0
Slowest stage cell, crit path: clkdlybuf4s50_1
Max FFs per register: 5
Hold crit path type: reg -> reg
Port bufs: 1384
# IOs: 1385
Max Cap Viol: 0
Gate Count Post-Synth: 920
VDD IR max: 0.00001328 V
DRC: 0
Tcrit/Tclk final: 47.06%
Overall routed net length: 239000 um
Post-Syn Area: 0.006096 mm2
Status: finished clean
OpenROAD warning count: 25
Endpoint class of the critical path: output port
Area post-placement: 0.02377 mm2
Detailed Route Iter0 Violations: 637
Layout cells sized above 1: 1.164%
TritonCTS buffer count: 3
DP HPWL: 230100 um
Clock root buffer: clkbuf_16
Max Slew Vio Count: 0
Final min period: 14.26 ns
Placeable Area: 0.2686 mm2
H-Tree Level Count: 1
Fin area: 0.02403 mm2
Total die size: 0.2916 mm2
Worst hold margin: 0.5002 ns
Slowest stage delay, CP: 0.88 ns
[synthesized netlist by cell type (all sizes together)]
cell type  count  area, um2
buf           77      704.4
and2         515       3222
nand2          1      3.750
a22oi          1      7.510
clkbuf        15      56.30
a21oi          3      15.01
or2            2      12.52
dfxtp          5      100.1
nand2b         2      12.51
a22o          33      289.0
nor2b        258       1614
nor2           4      38.79
o21ai          4      20.02
[stage by stage]
| stage | setup WS, ns | power [mW] |
|---|---|---|
| after floorplan | 18.02 | 0.01195 |
| after global placement | 15.95 | 0.1162 |
| after detailed placement | 15.96 | 0.1165 |
| after CTS | 15.96 | 0.1391 |
| after global routing | 16.05 | 0.1435 |
| final | 16.04 | 0.1382 |
[where the power goes]
| part | internal, mW | switching [mW] | total, mW |
|---|---|---|---|
| Sequential | 0.00662 | 0 | 0.00662 |
| Clock | 0.0175 | 0.00449 | 0.0219 |
| Combinational | 0.0701 | 0.0395 | 0.110 |
[kinds of logic (layout without fill, tap and decap cells)]
logic type             count (synthesis)  in the layout  share of synthesized area, %
AND-OR/OR-AND                         41             41                         5.439
AND/OR/NAND/NOR                      782            782                         80.44
buffers and inverters                 92           1406                         12.48
other                                  0             70                             0
flip-flops                             5              5                         1.642
[routing by layer]
metal	global-route usage, %	up-vias	routed length, um
met2	26.12	1382	109500
met1	19.54	6049	97180
met3	7.499	389	26860
met5	0	-	899
met4	1.553	126	4567
li1	-	5500	-
[layout make-up]
type	instances	area (um2)
well taps	3552	4444
flip-flops and latches	5	100.1
diodes	70	175.2
fillers	31420	244600
clock buffers	4	78.83
multi-input cells	823	5239
repair buffers	1402	13990
[critical path, delay by kind of cell]
| family | cells | cell delay (ns) |
|---|---|---|
| and+or+nand+nor | 1 | 0.45 |
| buffers and inverters | 2 | 1.67 |
[final timing paths]
check,startpoint,endpoint,slack [ns],cells past startpoint
hold reg to reg,control.state[1],control.state[1],0.50,2
hold / removal,control.state[1],control.state[1],0.50,2
setup reg to reg,control.state[4],control.state[4],29.51,3
setup / recovery,mem_rdata[12],dmem_rdata[12],16.04,3
No activity file was given, so power comes from the tool's default toggle rates.
