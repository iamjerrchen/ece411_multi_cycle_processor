==> design/flow/design.v <==
package rv32i_types;
typedef enum bit [6:0] {
    op_lui   = 7'b0110111,  
    op_auipc = 7'b0010111,  
    op_jal   = 7'b1101111,  
    op_jalr  = 7'b1100111,  
    op_br    = 7'b1100011,  
    op_load  = 7'b0000011,  
	op_store = 7'b0100011,  
    op_imm   = 7'b0010011,  
    op_reg   = 7'b0110011,  
    op_csr   = 7'b1110011   
} rv32i_opcode;
typedef enum bit [2:0] {
    beq  = 3'b000,
    bne  = 3'b001,
    blt  = 3'b100,
    bge  = 3'b101,
    bltu = 3'b110,
    bgeu = 3'b111
} branch_funct3_t;
typedef enum bit [2:0] {
    lb  = 3'b000,
    lh  = 3'b001,
    lw  = 3'b010,
    lbu = 3'b100,
    lhu = 3'b101
} load_funct3_t;
typedef enum bit [2:0] {
    sb = 3'b000,
    sh = 3'b001,
    sw = 3'b010
} store_funct3_t;
typedef enum bit [2:0] {
    add  = 3'b000,  
    sll  = 3'b001,
    slt  = 3'b010,
    sltu = 3'b011,
    axor = 3'b100,
    sr   = 3'b101,  
    aor  = 3'b110,
    aand = 3'b111
} arith_funct3_t;
typedef enum bit [2:0] {
    alu_add = 3'b000,
    alu_sll = 3'b001,
    alu_sra = 3'b010,
    alu_sub = 3'b011,
    alu_xor = 3'b100,
    alu_srl = 3'b101,
    alu_or  = 3'b110,
    alu_and = 3'b111
} alu_ops;
typedef logic [31:0] rv32i_word;
typedef logic [4:0] rv32i_reg;
typedef logic [3:0] rv32i_mem_wmask;
typedef enum bit [2:0] {
	null_imm = 3'd0,
	i_imm = 3'd1,
	b_imm = 3'd2,
	j_imm = 3'd3,
	s_imm = 3'd4,
	u_imm = 3'd5
} imm_sel_t;
typedef enum bit [1:0] {
	null_op = 2'd0,
	jal_op = 2'd1,
	jalr_op = 2'd2,
	br_op = 2'd3
} pc_branch_target_ops;
typedef struct packed {
	rv32i_opcode opcode; 
	imm_sel_t imm_mux_sel; 
	logic [1:0] op1_mux_sel; 
	logic op2_mux_sel; 
	alu_ops alu_op; 
	branch_funct3_t cmp_op; 
	store_funct3_t store_formatter_op; 
	logic logic_mux_sel; 
	pc_branch_target_ops pc_branch_target_op; 
	logic is_branch_instr; 
	logic is_jump_instr; 
	logic mem_write; 
	logic mem_read; 
	logic MEM_ready_mux_sel; 
	logic load_regfile; 
	logic [1:0] regfile_mux_sel; 
	load_funct3_t load_formatter_op; 
} rv32i_control_word;
endpackage : rv32i_types
module regfile
(
    input clk,
    input load,
    input [31:0] in,
    input [4:0] src_a, src_b, dest,
    output logic [31:0] reg_a, reg_b
);
logic [31:0] data [32]  ;
initial
begin
    for (int i = 0; i < $size(data); i++)
    begin
        data[i] = 32'b0;
    end
end
always_ff @(posedge clk)
begin
    if (load && dest)
    begin
        data[dest] = in;
    end
end
always_comb
begin
	if (load && dest == src_a && dest != 0) begin
		reg_a = in;
	end
	else begin
		reg_a = src_a ? data[src_a] : 0;
	end
end
always_comb begin
	if (load && dest == src_b && dest != 0) begin
		reg_b = in;
	end
	else begin
		reg_b = src_b ? data[src_b] : 0;
	end
end
endmodule : regfile
==> design/flow/run.sh <==
#!/bin/bash
# OpenROAD 26Q1-2900-gdf79404cd8, Yosys 0.63+post, stock flow scripts
make -C /OpenROAD-flow-scripts/flow DESIGN_CONFIG=/design/flow/config.mk WORK_HOME=/design/flow/orfs finish
==> design/flow/config.mk <==
export PLATFORM = sky130hd
export DESIGN_NAME = regfile
export DESIGN_NICKNAME = regfile
export VERILOG_FILES = /design/flow/design.v
export SDC_FILE = /design/flow/constraint.sdc
export NUM_CORES = 4
export LEC_CHECK = 1
export CORE_UTILIZATION = 30
==> design/flow/constraint.sdc <==
current_design regfile

set clk_period 8.9
set clk_io_pct 0.2

create_clock -name clk0 -period $clk_period [get_ports {clk}]

set non_clock_inputs [all_inputs -no_clocks]
set_input_delay [expr $clk_period * $clk_io_pct] -clock clk0 $non_clock_inputs
set_output_delay [expr $clk_period * $clk_io_pct] -clock clk0 [all_outputs]
==> run_results.csv <==
group,metric,value,unit
timing,setup-tns-final,0,ps
detailed_routing,antenna_left,0,
run_status,status,"finished, final reports clean",
clock_network,cts_resized,0,
clock_network,clk_path_buf_depth,3,
worst_setup_path,worstSetupStartpoint,"dest[2]",
detailed_routing,drtPass1Iterations,7,
floorplanning,ios,113,
min_path,hp-class,"in -> reg",
worst_setup_path,crit_end,"reg_b[7]",
timing,hold_viol_final,0,
logic_synthesis,ys_ff,1024,
clock_network,cts_setup_buffers,0,
final_layout,area_growth,15.7,%
floorplanning,core_area,159000,um^2
floorplanning,num_rows,146,
logic_synthesis,synthCells,2694,
grt,grt_pass1_vias,32000,
timing,slew_viol_final,0,
clock_network,cts-buffers-inserted,100,
pwr,power_density,195,nW/um^2
timing,min_period,7770,ps
pwr,power.leakage,18.0,nW
worst_setup_path,path_max_fanout,32,
placement,place.gp.congestion,0.913,
logic_synthesis,ys_seq_share,63.9,%
clock_network,clockRootBuffer,"clkbuf_16",
clock_network,clkSlewWorstSetupHoldPaths,60,ps
min_path,hp-start,"in[25]",
floorplanning,die_h,403,um
worst_setup_path,critPathLaunchType,"primary input",
clock_network,tritoncts,"built",
clock_network,holdBufCountCts,0,
timing,setup_viol,0,
grt,overflow,0,
grt,grt_use_total,21.6,%
clock_network,cts.sinks,1024,
run,warnings,26,
floorplanning,initial_core_util,30.3,%
detailed_routing,drc_errors,0,
final_layout,largest_register_ff_count,1024,
clock_network,htree_levels,3,
timing,min_period_over_period,87.3,%
pwr,max-vdd-ir-drop,0.157,mV
worst_setup_path,crit_type,"in -> out",
timing,max_freq,129,MHz
final_layout,drive_gt1_share,24.9,%
detailed_routing,vias_per_cell,5.79,
timing,grt_setup_unrepaired,"no",
worst_setup_path,required,7120,ps
floorplanning,dieWidth,403,um
worst_setup_path,worstSetupEndpointType,"primary output",
grt,antenna_found_initial,8,
placement,dp_hpwl,95.6,mm
timing,whs,1910,ps
logic_synthesis,synth_stat.cells,2694,
grt,grt_start_max_net_pins,74,
placement,portBuffers,112,
logic_synthesis,synth-area-yosys,48100,um^2
logic_synthesis,synth_cell_type_count,42,
worst_setup_path,cp.arrival,5990,ps
floorplanning,chipArea,162000,um^2
detailed_routing,drt-wirelength-per-cell,32.6,um
timing,worstMarginPinSlew,1010,ps
run,drv_cap,0,
grt,grt_pass1_wl,231,mm
logic_synthesis,avgSynthCellArea,17.9,um^2
detailed_routing,drt_iter0_drc,2035,
detailed_routing,wl,163,mm
timing,worst_slew_margin_rel,31.9,%
logic_synthesis,synth_area,48100,um^2
logic_synthesis,ys_warn_count,1,
detailed_routing,vias,29000,
-- worst max-delay path, cell delays in order --
cell             delay, ps
clkdlybuf4s50_1        610
or3_1                  620
o31ai_2                430
o31a_2                 210
buf_4                  570
o221ai_1               250
o21ai_0                840
clkdlybuf4s50_1        630
-- metal layers --
metal / vias to the layer above / track usage (%) / part of all wire [%]
li1: 11800 / - / -
met1: 14400 / 22.8 / 31
met2: 2358 / 30.3 / 44
met3: 396 / 19.9 / 21
met4: 28 / 6.72 / 4.1
met5: - / 3.09 / 0.41
-- cells by family after synthesis --
family | Yosys count | synth area share (%)
muxes | 776 | 24.6
buffers and inverters | 231 | 2.32
xor gates and xnor gates | 10 | 0.182
other | 1 | 0.00779
AOI/OAI and AO/OA | 427 | 6.87
and+or+nand+nor | 225 | 2.11
DFF | 1024 | 63.9
-- synth_stat cells, drive strengths merged --
library cell,number,share of area [%]
o31a,1,0.018
o31ai,1,0.026
xor2,2,0.036
nand2b,2,0.026
mux4,320,15
mux2i,391,8.1
a221oi,16,0.29
a221o,37,0.77
and2,3,0.039
clkbuf,104,0.81
o211ai,6,0.094
o21ai,8,0.083
a211oi,6,0.094
nor2,59,0.47
edfxtp,1024,64
nor2b,7,0.091
nand4,6,0.078
or3,3,0.039
nor3,2,0.021
nand2,90,0.70
o221ai,59,1.1
or3b,5,0.091
nor4,1,0.026
a22oi,96,1.5
o22ai,36,0.47
nand3,39,0.41
buf,126,1.5
a32o,56,1.2
a22o,16,0.29
a21oi,80,0.83
nor3b,1,0.016
mux2,65,1.5
a211o,9,0.16
nand3b,7,0.11
xnor2,8,0.15
conb,1,0.0078
clkinv,1,0.0078
-- worst min path at each step --
| stage | to | cells past startpoint |
|---|---|---|
| CTS | data[10][5] | 2 |
| global route | data[23][23] | 2 |
| finish | data[22][25] | 2 |
-- placed cells by master, fill, tap and decap left out, drive strengths merged, types with 36 or more instances in the layout --
cell and count:
a221o 37, mux2i 391, o22ai 36, clkdlybuf4s50 102
nand3 39, mux4 320, nand2 90, edfxtp 1024
o221ai 59, clkinv 55, a32o 56, a21oi 80
clkbuf 113, nor2 59, mux2 65, a22oi 96
buf 147
-- area by class of cell --
type	count	area, um^2
sequential	1024	30700
antenna	3	7.51
clock inverter	77	781
timing repair buffer	249	2280
inverter	1	3.75
clock buffer	113	2550
tap	2072	2590
multi-input combinational	1470	16700
fill	14700	103000
-- where the power goes --
group,switching [W],leakage (nW),internal [W]
logic,0.000648,7.14,0.000452
registers,0.0000283,9.25,0.00538
clock network,0.00189,1.62,0.00248
-- through the flow --
stage          instance area (um^2)  total power [W]  instances  utilization, %  setup WS [ps]
5_1_grt                       55700           0.0112       5006            35.1            963
3_3_place_gp                  52300          0.00659       4816            33.0           1380
4_1_cts                       55700           0.0109       5006            35.1           1280
2_1_floorplan                 48200          0.00608       2725               -           3550
3_5_place_dp                  52300          0.00659       4816            33.0           1340
6_report                      55700           0.0109       5009            35.1           1130
Power figures rest on the tool's default switching activity, not on a simulated workload.
